File: flow/run.sh
#!/bin/bash
# OpenROAD 26Q1-2900-gdf79404cd8, Yosys 0.63+post, stock flow scripts
make -C /OpenROAD-flow-scripts/flow DESIGN_CONFIG=/design/flow/config.mk WORK_HOME=/design/flow/orfs finish
File: flow/config.mk
export PLATFORM = sky130hd
export DESIGN_NAME = spectrum_calculator
export DESIGN_NICKNAME = spectrum_calculator
export VERILOG_FILES = /design/flow/design.v
export SDC_FILE = /design/flow/constraint.sdc
export NUM_CORES = 4
export LEC_CHECK = 1
export CORE_UTILIZATION = 50
File: flow/constraint.sdc
current_design spectrum_calculator

set clk_period 20.1
set clk_io_pct 0.2

create_clock -name clk0 -period $clk_period [get_ports {clk}]

set non_clock_inputs [all_inputs -no_clocks]
set_input_delay [expr $clk_period * $clk_io_pct] -clock clk0 $non_clock_inputs
set_output_delay [expr $clk_period * $clk_io_pct] -clock clk0 [all_outputs]
File: flow/design.v
module spectrum_calculator (
    input wire clk,
    input wire rst,
    input wire in_av,   
    input wire [7:0] steering0, steering1, steering2, steering3,
    input wire [15:0] noise_vector_real10, noise_vector_real11, noise_vector_real12, noise_vector_real13,
    input wire [15:0] noise_vector_real20, noise_vector_real21, noise_vector_real22, noise_vector_real23,
    output reg out_av=0,
    output reg [63:0] product_theta=0
);
    reg [31:0] nnh [0:3][0:3];
    reg [31:0] temp_vector_real[0:3];
    reg [63:0] dot_product_real=0;
    reg [2:0] i, j;
    reg [2:0] state;
    localparam IDLE = 0, CALC_NNH = 1, CALC_TEMP_VECTOR = 2, CALC_DOT_PRODUCT = 3, OUTPUT_RESULT = 4;
    always @(posedge clk) begin
        if (rst) begin
            i <= 0;
            j <= 0;
            state <= IDLE;
            out_av <= 0;
            product_theta <= 0;
            temp_vector_real[0]<=0;
            temp_vector_real[1]<=0;
            temp_vector_real[2]<=0;
            temp_vector_real[3]<=0;
        end else begin
            case (state)
                IDLE: begin
                    out_av<=0;
                    i <= 0;
                    j <= 0;
                    dot_product_real <= 0;  
                    if (in_av)
                        state <= CALC_NNH;
                end
                CALC_NNH: begin
                    nnh[i][j] <= (i == 0 ? noise_vector_real10 : i == 1 ? noise_vector_real11 : i == 2 ? noise_vector_real12 : noise_vector_real13) *
                                 (j == 0 ? noise_vector_real10 : j == 1 ? noise_vector_real11 : j == 2 ? noise_vector_real12 : noise_vector_real13) +
                                 (i == 0 ? noise_vector_real20 : i == 1 ? noise_vector_real21 : i == 2 ? noise_vector_real22 : noise_vector_real23) *
                                 (j == 0 ? noise_vector_real20 : j == 1 ? noise_vector_real21 : j == 2 ? noise_vector_real22 : noise_vector_real23);
                    j <= j + 1;
                    if (j == 3) begin
                        j <= 0;
                        i <= i + 1;
                        if (i == 3) begin
                            i <= 0;
                            state <= CALC_TEMP_VECTOR;
                        end
                    end
                end
                CALC_TEMP_VECTOR: begin
                    temp_vector_real[i] <= temp_vector_real[i] + nnh[i][j] *(j == 0 ? steering0 : j == 1 ? steering1 : j == 2 ? steering2 : steering3);
                    j <= j + 1;
                    if (j == 3) begin
                        j <= 0;
                        i <= i + 1;
                        if (i == 3) begin
                            i <= 0;
                            state <= CALC_DOT_PRODUCT;
                        end
                    end
                end
                CALC_DOT_PRODUCT: begin
                    dot_product_real <= dot_product_real + temp_vector_real[i] *
                        (i == 0 ? steering0 : i == 1 ? steering1 : i == 2 ? steering2 : steering3);
                    i <= i + 1;
                    if (i == 3) begin
                        i <= 0;
                        state <= OUTPUT_RESULT;
                    end
                end
                OUTPUT_RESULT: begin
                    out_av <= 1;
                    product_theta <= dot_product_real;   
                    state <= IDLE;   
                end
            endcase
        end
    end
endmodule
==> run summary <==
Die Span X -> 365 um
Worst reg2reg path depth -> 30
Multiplexer share -> 9.58%
ANT nets after route -> 0
GP Congestion -> 0.994
Overflow after GRT -> 0
R2r setup slk -> 9.28 ns
Crit. End Element -> flop
CP max FO -> 16
Insertion Delay late pin -> 0.72 ns
Fill count -> 10.8k
Hold Crit Class -> reg2reg
Slack of the critical path -> 7.84 ns
CTS tree -> done
Cells after DPL -> 7872
# H-tree levels -> 3
Die footprint -> 0.134 mm2
Drt pass-1 iters -> 6
Register area share after synthesis -> 34.4%
CTS buffer count -> 84
Largest type area fraction -> 32.0%
RSZ-0062 raised after global routing -> no
Initial antenna violation count -> 11
Cell count after synthesis -> 5953
Root buffer cell -> clkbuf_16
Fin. Hold Viols -> 0
Largest buffer count on any clock path -> 3
Post-CTS sizing -> 0
DRT Wirelength -> 184 mm
Area grow syn2layout -> 12.1%
XOR/XNOR Fraction of Synth Area -> 1.29%
Count leader, synth -> inv_1
Distinct cells, synth -> 70
CP arrival -> 12.66 ns
Seq cells post-synth -> 782
Area of the core -> 0.130 mm2
# setup viols final -> 0
WHS -> 0.487 ns
OpenROAD warning count -> 31
Clock skew -> 0.0764 ns
Worst-path clk slew -> 0.06 ns
Syn Area/Cell -> 11.1 um2
HPWL after DPL -> 136 mm
Final setup TNS -> 0 ns
DRC -> 0
Asr flop ratio synth -> 0%
First-pass GRT wire length -> 280 mm
YS warnings -> 1
Ports -> 228
Kind of critical path -> in2reg
Starting density of the core -> 50.7%
Avg Vias per Cell -> 5.47
Max_cap viols -> 0
Placed Area -> 0.0712 mm2
Routed WL per cell -> 22.9 um
Post-layout util -> 56.8%
Port bufs -> 227
Clk sinks -> 782
Period utilization -> 61.0%
Final Non-Filler Cells -> 8034
Reg2reg start -> j[1]$_SDFFE_PP0P_
Fmax achieved -> 81.6 MHz
Worst R2R End -> nnh[6][26]$_DFFE_PP_
Min-delay src -> out_av$_SDFFE_PP0P_
Ys cells -> 5953
Slew of the pin with the lowest slew margin -> 1.04 ns
Synth Cell Area -> 0.0661 mm2
Hold path depth -> 2
Main synth FF type -> edfxtp_1
Final Max Slew Viols -> 0
Post-Synth Adder-Cell Area -> 31.6%
EDFF count, synth -> 704
Largest net degree at the start of global routing -> 65
Post-CTS Repair Setup Buffers -> 0
Via count -> 43.9k
Complex Gates by Area -> 4.47%
Simple Share, Synth -> 11.6%
Fin area -> 0.0741 mm2
Vias in the first global route -> 46.5k
# rows -> 132
Share of cells above drive strength 1 -> 9.52%
Main logic family after synthesis -> adder cells
Synth area leaders -> edfxtp_1 32%, fa_1 26%, ha_1 5.8%, inv_1 5.7%, mux4_2 5.3%
Period minus WS final -> 12.26 ns
Top cells by count -> 1007 x inv_1, 850 x fa_1, 735 x nand2_1
Die Y -> 365 um
DRT iter0 DRCs -> 2494
Yosys Chip Area -> 0.0661 mm2
Setup WS pre-CTS -> 7.25 ns
Status -> finished clean
Critical Path RT -> 20.50 ns
Startpoint types -> primary input
GRT Util Overall -> 31.3%
Hold buffers post-CTS -> 0
Hold path endpoint -> out_av$_SDFFE_PP0P_
Post-synth top area cell -> edfxtp_1
Slew headroom -> 28.9%
CP startpoint -> noise_vector_real22[7]
state kept, by name, summed over array words and instances, names as in the netlist, named ones only:
signal	cells
temp_vector_real	128
out_av	1
i	3
nnh	512
dot_product_real	64
state	5
j	3
product_theta	64
cells in the final DEF (no fill, tap or decap), types with 9 or more instances in the layout:
master	count
mux2_2	61
mux2i_1	212
clkinv_1	13
o22ai_1	9
a211oi_1	14
a21oi_1	101
inv_1	1006
or2_2	32
o21bai_1	11
nand4_1	15
dfxtp_1	73
nand3_1	35
nor2b_1	101
a31oi_1	30
ha_1	306
edfxtp_1	704
xnor2_1	59
nor2_4	13
o31ai_1	12
nand2_1	735
nor3_1	16
and2_1	38
clkbuf_1	22
clkbuf_16	84
buf_4	180
fa_1	850
or3_1	16
mux4_2	154
clkdlybuf4s50_1	226
bufinv_16	9
o211ai_1	9
a21o_1	60
xor2_1	33
nand2b_1	68
a311oi_1	11
and3_1	19
nor2_1	664
clkinv_2	14
o21ai_0	96
o21a_1	40
critical path: stages:
cell and delay [ns]:
clkdlybuf4s50_1 0.42, mux2i_1 0.13, o21ai_0 0.12, mux2i_1 0.85, nor2_1 0.17, fa_1 0.58, inv_1 0.05, fa_1 0.48
inv_1 0.06, fa_1 0.50, inv_1 0.06, fa_1 0.53, inv_1 0.07, fa_1 0.45, fa_1 0.40, fa_1 0.53
fa_1 0.41, ha_1 0.35, a21o_1 0.18, a21o_1 0.16, a21o_1 0.21, a21oi_1 0.20, a31oi_1 0.13, o22ai_1 0.39
o221ai_1 0.34, a2111o_1 0.48, nand3_1 0.37
kinds of logic after synthesis:
logic type	count (synthesis)
simple gates	1795
buf+inv	1236
fa+ha+maj	1157
flops	782
compound gates	456
mux	432
xor+xnor	95
worst max-delay path by stage:
stage / to / slack, ns / depth (start not counted)
after global routing: nnh[9][26]$_DFFE_PP_ / 7.42 / 27
final: nnh[6][26]$_DFFE_PP_ / 7.84 / 27
after CTS: nnh[6][26]$_DFFE_PP_ / 7.95 / 27
metal layers:
layer,track usage (%),wire [um],up-vias
met3,17.4,24500,278
met4,8.52,6330,9
li1,-,-,19900
met5,0.472,93,-
met2,46.3,87500,1900
met1,42.3,65500,21900
cell type report:
cell class,count,area (um2),area share [%]
multi-input combinational,3935,39000,52.6
sequential,782,22700,30.7
inverter,1007,3780,5.10
timing repair buffer,406,3610,4.88
clock buffer,106,2180,2.95
tap,1742,2180,2.94
clock inverter,48,627,0.846
antenna,8,20.0,0.0270
